## config.mk

```make
export PLATFORM = sky130hd
export DESIGN_NAME = seg7
export DESIGN_NICKNAME = seg7
export VERILOG_FILES = /design/flow/design.v
export SDC_FILE = /design/flow/constraint.sdc
export NUM_CORES = 4
export LEC_CHECK = 1
export CORE_AREA = 10 10 70 70
export DIE_AREA = 0 0 80 80
```

## constraint.sdc

```tcl
current_design seg7

set clk_period 1.0
set clk_io_pct 0.2

create_clock -name clk0 -period $clk_period

set non_clock_inputs [all_inputs -no_clocks]
set_input_delay [expr $clk_period * $clk_io_pct] -clock clk0 $non_clock_inputs
set_output_delay [expr $clk_period * $clk_io_pct] -clock clk0 [all_outputs]
```

## design.v

```verilog
module seg7 (bcd, leds);
	input      [3:0] bcd;
	output reg [6:0] leds;
	always @(*)
		case (bcd)
			4'b0000: leds = 7'b1000000;  
			4'b0001: leds = 7'b1111001;  
			4'b0010: leds = 7'b0100100;  
			4'b0011: leds = 7'b0110000;  
			4'b0100: leds = 7'b0011001;  
			4'b0101: leds = 7'b0010010;  
			4'b0110: leds = 7'b0000010;  
			4'b0111: leds = 7'b1111000;  
			4'b1000: leds = 7'b0000000;  
			4'b1001: leds = 7'b0010000;  
			default: leds = 7'bX;
		endcase
endmodule
module seg7_testbench();
	wire  [6:0] HEX0, HEX1, HEX2, HEX3, HEX4, HEX5;
	wire  [9:0] LEDR;
	reg   [3:0] KEY;
	reg   [9:0] SW;
	seg7 dut (SW[3:0], HEX0);
	integer i;
	initial begin
		SW[9:4] = 1'b0;
		for(i = 0; i < 16; i++) begin
			SW[3:0] = i; #10;
		end
	end
endmodule
```

## run.sh

```bash
#!/bin/bash
# OpenROAD 26Q1-2900-gdf79404cd8, Yosys 0.63+post, stock flow scripts
make -C /OpenROAD-flow-scripts/flow DESIGN_CONFIG=/design/flow/config.mk WORK_HOME=/design/flow/orfs finish
```

==> Slide: Implementation Results <==
Flow Results at a Glance

Timing
  – RSZ-0062 raised after global routing: yes
  – Endpoints failing setup: 6
  – Worst Slack Setup Final: -117 ps
  – Final period util: 1.12
  – Slew Viols, Final: 0
  – F_max: approximately 0.9 GHz
  – Relative slew margins: 0.921
  – Worst Max-Slew Pin Slew: between 100 and 150 ps
  – Final Hold Vio Count: 0
  – Tmin final: about 1100 ps

Floorplanning
  – Std cell rows: 21
  – Initial core utilization: 0.0454
  – Ports: 11
  – Die Width: 80 microns
  – Core Region: 3420 sq um
  – Die Ht: about 80 microns
  – Die Size: 6400 sq um

Yosys
  – Cell Type Count: 10
  – Area leader share: 0.403
  – Ys Warns: 1
  – Post-synth seq share: 0
  – Yosys top cell by area: ha_1
  – Ys cells: 21
  – Synth Cell Area: ~160 sq um
  – YS chip area: between 150 and 200 sq um
  – Post-Syn Instances: 21
  – Biggest area cells: ha_1 40%, a21oi_1 13%, nand2b_1 8.1%
  – Mean Syn Cell Area: about 7.4 sq um

Routing
  – Number of antenna diodes: 0
  – Post-route ant nets: 0
  – Starting DRC count in detailed routing: 2
  – Routed WL per cell: between 7 and 8 microns
  – Routed via count: approximately 200
  – Post-route DRC: 0
  – Via density per instance: ~2.4
  – Drt first pass iters: 2
  – Post-Route WL: around 650 microns

Flow run
  – Max-cap violations: 0
  – OpenROAD warnings: 38

Finish
  – Syn-to-layout area delta: 215%
  – Storage cell area: 0 sq um
  – Most frequent cells in the layout: 7 x buf_2, 5 x ha_4, 5 x buf_4, 4 x a21oi_2, 3 x buf_6
  – CLK BUF: 0
  – Seq cells: 0
  – Share of cells above drive strength 1: 0.872
  – Filler cells: 383
  – Top cell excl fill/tap: buf_2
  – Final Non-Filler Cells: 85

GRT
  – Largest net degree at the start of global routing: 9
  – First-pass GRT wire length: 1.06 mm
  – Fraction of met3 tracks used by global routing: 0.00341
  – Top Usage Layer GRT: met2
  – Number of global-route vias before repair: 218
  – All-Layer GR Usage: 0.0194
  – Initial antenna violation count: 0
  – Met1 Track Usage GR: 0.0211
  – GR Layer Usage met2: 0.0393
  – Congestion Overflow GR: 0

Worst setup path
  – CP max stage cell: ha_4
  – Worst path max stage delay: about 200 ps
  – Worst-path cell chain: buf_8, inv_6, ha_4, nand2b_4, a21oi_2, buf_2
  – Delay-heaviest family, CP: buffers and inverters
  – Startpoint Class: input pin
  – Required time worst endpoint: approximately 800 ps
  – Worst endpoint data arrival time: between 900 and 1000 ps
  – Crit-path max FO: 3
  – Critical path class: input pin to primary output
  – Type of element capturing the critical path: primary output
  – Critical path buffers and inverters: 3

Placement
  – Placed insts: roughly 83
  – RD Place Congestion: approximately 0.66
  – IO Port Bufs: 11
  – Post-place setup slack: -1030 ps
  – Final HPWL DP: ~500 microns

Pwr
  – Leakage: ~0.2 nW
  – Total power: 0.153 mW
  – Maximum VDD drop: approximately 0.043 mV
  – Pwr Density: around 310 nW/um^2

Outcome
  – Failing checks: setup timing
  – Status: finished with violations

Worst hold path
  – Worst min path class: input pin to primary output

Clock network
  – Hold buffer count at CTS: 0
==> layout make-up <==
class,count,area [sq um],share of cell area
repair buffers,18,146,0.300
multi-input cells,19,267,0.546
well taps,46,57.6,0.118
inverters,2,17.5,0.0359
==> report_power, final <==
group / switching [mW] / internal [mW] / total, mW
Clock: 0 / 0 / 0
Combinational: 0.0638 / 0.0891 / 0.153
Sequential: 0 / 0 / 0
Total: 0.0638 / 0.0891 / 0.153
==> stage by stage <==
stage	hold WS [ps]	instance area [sq um]	utilization	TNS, ps
after global placement	1470	360	0.105	-6410
after global routing	752	488	0.143	-804
after floorplan	411	155	-	0
final	727	488	0.143	-517
after CTS	732	464	0.136	-641
after detailed placement	1450	360	0.105	-6500
==> tightest hold or removal path: stages <==
cell and delay (ps):
buf_4 160, nor3b_4 60, buf_2 110
==> cell usage after synthesis, drive strengths merged <==
master / n
nand2: 2
or2: 2
ha: 5
nor2b: 1
a21oi: 4
and2: 1
nand2b: 2
inv: 2
mux2i: 1
nor3b: 1
==> per-layer routing <==
layer / part of all wire / vias up
li1: - / 104
met1: 0.37 / 91
met2: 0.54 / 5
met3: 0.083 / 0
met4: 0 / 0
met5: 0 / -
==> cells by family after synthesis <==
kind of cell / Yosys count / share of synthesized area
muxes: 1 / 0.0645
and+or+nand+nor: 9 / 0.355
AOI/OAI and AO/OA: 4 / 0.129
adders and majority gates: 5 / 0.403
buffers and inverters: 2 / 0.0484
==> timing repair <==
item | in CTS | in global routing
pin swaps | 8 | 3
resized | 65 | 7
setup endpoints to repair | 7 | 7
buffers inserted | 2 | 0
==> path summary, 6_finish.rpt <==
| kind | from | depth (start not counted) | end | slack, ps |
|---|---|---|---|---|
| worst max-delay path | bcd[1] | 6 | leds[3] | -120 |
| worst min-delay path | bcd[2] | 3 | leds[2] | 730 |
Power figures rest on the tool's default switching activity, not on a simulated workload.
