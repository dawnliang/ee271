===== flow/run.sh =====
#!/bin/bash
# OpenROAD 26Q1-2900-gdf79404cd8, Yosys 0.63+post, stock flow scripts
make -C /OpenROAD-flow-scripts/flow DESIGN_CONFIG=/design/flow/config.mk WORK_HOME=/design/flow/orfs finish

===== flow/config.mk =====
export PLATFORM = sky130hd
export DESIGN_NAME = adder
export DESIGN_NICKNAME = adder
export VERILOG_FILES = /design/flow/design.v
export SDC_FILE = /design/flow/constraint.sdc
export NUM_CORES = 4
export LEC_CHECK = 1
export CORE_AREA = 10 10 70 70
export DIE_AREA = 0 0 80 80

===== flow/constraint.sdc =====
current_design adder

set clk_period 7.3
set clk_io_pct 0.2

create_clock -name clk0 -period $clk_period

set non_clock_inputs [all_inputs -no_clocks]
set_input_delay [expr $clk_period * $clk_io_pct] -clock clk0 $non_clock_inputs
set_output_delay [expr $clk_period * $clk_io_pct] -clock clk0 [all_outputs]

===== flow/design.v =====
module adder #(parameter WIDTH=9)(out, a, b);
	output reg	[WIDTH:0] out;
	input			[WIDTH-1:0] a, b;
	always @(*)
		out = a + b;
endmodule
module adder_testbench();
	reg 	[8:0]	a, b;
	wire 	[9:0]	out;
	adder dut (out, a, b);
	initial begin
		a = 9'b000000000;	b = 9'b000000001;	#10;
		a = 9'b111111110;							#10;
		a = 9'b111111111;							#10;
														#10;
	end
endmodule

==> results.tsv <==
stage	metric	value	unit
final_layout	lay_top_count	clkdlybuf4s50_1	
global_route	grt_usage	3.815	%
sta	finalClockPeriodUsage	71.45	%
sta	max_slew_margin	79.62	%
place	hpwl	1102	µm
flow_run	drv_cap	0	
die	die_h	80	µm
final_layout	flops	0	
global_route	grt_antenna_before_repair	0	
synth	synth_cells	42	
final_layout	syn_to_final_growth	95.41	%
synth	ys.warnings.count	1	
synth	yosys_area	354.1	µm²
worst_hold_path	hp-class	primary input to primary output	
place	placed_cell_area	691.9	µm²
final_layout	fillers	391	
synth	yosys_cells	42	
worst_setup_path	crit_cells	9	
global_route	grt_max_degree	5	
die	dieWidth	80	µm
worst_setup_path	cp_common_cell	clkdlybuf4s50_1	
sta	finalSetupViolations	0	
global_route	grt_pass1_wl	2049	µm
drt	viasPerCell	3.397	
worst_setup_path	path_max_fanout	2	
place	place_congestion	0.8178	
die	fp_util	10.37	%
worst_setup_path	path_buffers	3	
worst_setup_path	path_delay_family	buffers and inverters	
drt	ant_nets	0	
worst_setup_path	arrival	3.76	ns
drt	drt_iter0_drc	8	
sta	min_period	5.216	ns
flow_run	warnings	32	
synth	ys_seq_share	0	%
worst_setup_path	crit_slowest_cell	clkdlybuf4s50_1	
worst_hold_path	whs_path_depth	3	
sta	slew_viol_final	0	
synth	top_area_cell	ha_1	
worst_setup_path	critPathMaxStageDelay	0.50	ns
synth	synthTopCellsByArea	ha_1, xor2_1, xnor2_1	
place	port_buffers	28	
worst_setup_path	critPathRequiredTime	5.84	ns
worst_setup_path	crit_chain	clkdlybuf4s50_1 -> ha_1 -> inv_1 -> fa_1 -> nor2b_4 -> o2111ai_1 -> a31oi_1 -> xor2_1 -> clkdlybuf4s50_1	
clock_tree	postCtsSetupBuffers	0	
worst_setup_path	crit_type	primary input to primary output	
synth	syn_avg_cell_area	8.431	µm²
drt	drc	0	
final_layout	drive_above_1_share	4.286	%
final_layout	clock_buffers	0	
die	num_rows	21	
synth	synth_area	354.1	µm²
outcome	status	finished, final reports clean	
drt	antenna_cells_inserted	0	
die	io_pins	28	
power	leakagePower	0.2873	nW
clock_tree	cts_hold_buf	0	
worst_setup_path	end_kind	primary output	
sta	fin_tns_setup	0	ns
power	finalPower	0.05828	mW
synth	synth_top_area_share	31.80	%
final_layout	fin_area	691.9	µm²
die	core_area	3416	µm²
drt	wl	1218	µm
sta	worstMarginPinSlew	0.3038	ns
global_route	grt_pass1_vias	433	
drt	wl_per_cell	10.50	µm
final_layout	lay_top_cells	clkdlybuf4s50_1, ha_1, inv_1, xor2_1	
power	peakVddDrop	0.00004279	V
sta	hold_viol	0	
synth	synth.distinct_cells	21	
drt	firstDrtPassIters	3	
sta	rsz0062_at_grt	no	
die	die_area	6400	µm²
clock_tree	cts.repair.resized	0	
sta	fmax	191.7	MHz
final_layout	area.sequential	0	µm²
worst_setup_path	cp-start-kind	primary input	
power	powerDensity	84.22	nW/µm²
global_route	grt.overflow.total	0	
drt	vias	394	
-- cell families (layout without fill, tap and decap cells) --
| group | Yosys count | count (layout) | synth area share, % |
|---|---|---|---|
| compound gates | 13 | 13 | 26.85 |
| xor+xnor | 7 | 7 | 17.31 |
| fa+ha+maj | 10 | 10 | 37.46 |
| buf+inv | 4 | 32 | 4.239 |
| simple gates | 8 | 8 | 14.13 |
-- per-stage QoR --
stage	worst slack (ns)	std cells	util (%)	hold WS [ns]
final	2.084	116	20.26	3.945
after global routing	1.906	116	20.26	3.975
after CTS	2.091	116	20.26	3.952
after detailed placement	2.094	116	20.26	3.955
after global placement	2.116	116	20.26	3.961
after floorplan	3.240	42	-	2.992
-- synth_stat cells --
library cell and number:
ha_1 9, o21ai_0 1, inv_1 4, nor2b_4 1
fa_1 1, nand2_1 2, or2_1 1, a21oi_1 3
nand3b_1 1, a21oi_2 1, xnor2_1 3, nor2_1 1
a31oi_1 1, a21o_1 2, xor2_1 4, a31o_1 1
o31ai_2 1, nor3_1 1, o21a_1 2, o2111ai_1 1
nand2b_1 1
-- worst paths after layout --
path                  start      to  slack (ns)
worst min-delay path   b[0]  out[0]        3.95
worst max-delay path   a[0]  out[8]        2.08
-- final cells by class --
| class | count | area (µm²) | area share [%] |
|---|---|---|---|
| repair buffers | 28 | 280.3 | 40.51 |
| inverters | 4 | 15.01 | 2.170 |
| multi-input cells | 38 | 339.1 | 49.01 |
| well taps | 46 | 57.56 | 8.318 |
-- where the power goes --
part / total [mW] / switching [mW] / internal [mW]
Combinational: 0.0583 / 0.0196 / 0.0387
Clock: 0 / 0 / 0
Sequential: 0 / 0 / 0
-- routing by layer --
metal  global-route usage, %  share of wire (%)
met5                       0                  0
met4                       0                  0
met3                   1.818                 20
met2                   4.173                 22
met1                   6.420                 58
-- worst min-delay path, delay by kind of cell --
family / cells / cell delay, ns
buf+inv: 2 / 0.91
fa+ha+maj: 1 / 0.11
No activity file was given, so power comes from the tool's default toggle rates.
